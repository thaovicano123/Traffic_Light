===== design/flow/design.v =====
module timer(
    input clk,
    input rst_n,
    input load,
    input [1:0] current_state,
    output reg [31:0] timer,
    output reg zero
);
    localparam GREEN  = 2'b00;
    localparam YELLOW = 2'b01;
    localparam RED    = 2'b10;
    parameter ONE_SECOND  = 1;    
    parameter GREEN_TIME  = 15;
    parameter YELLOW_TIME = 3;
    parameter RED_TIME    = 18;
    reg [31:0] load_value;
    always @(*) begin
        case (current_state)
            GREEN:  load_value = GREEN_TIME  * ONE_SECOND;
            YELLOW: load_value = YELLOW_TIME * ONE_SECOND;
            RED:    load_value = RED_TIME    * ONE_SECOND;
            default: load_value = GREEN_TIME * ONE_SECOND;
        endcase
    end     
    always @(posedge clk or negedge rst_n) begin
        if (!rst_n) begin
            timer <= GREEN_TIME * ONE_SECOND;  
        end else if (load) begin
            timer <= load_value;  
        end else if (timer > 0) begin
            timer <= timer - 1;
        end
    end
    always @(posedge clk or negedge rst_n) begin
        if (!rst_n)
            zero <= 1'b0;
        else
            zero <= (timer == 0);
    end
endmodule
module traffic_light(
    input clk,              
    input rst_n,            
    output reg red_light,   
    output reg yellow_light,  
    output reg green_light,   
    output [15:0] display_led,  
    output timer_load,      
    output [31:0] timer     
);
    localparam GREEN = 2'b00;
    localparam YELLOW = 2'b01;
    localparam RED = 2'b10;
    wire [1:0] current_state;   
    wire timer_zero;            
    assign timer_zero = (timer == 1);
    traffic_light_fsm fsm_inst(
        .clk(clk),
        .rst_n(rst_n),
        .timer_zero(timer_zero),
        .current_state(current_state),
        .timer_load(timer_load)
    );
    timer timer_inst(
        .clk(clk),
        .rst_n(rst_n),
        .load(timer_load),
        .current_state(current_state),
        .timer(timer)
    );
    seg7_display display_inst(
        .clk(clk),
        .rst_n(rst_n),
        .value(timer[7:0] > 0 ? timer[7:0] : 8'd00),  
        .display(display_led)
    );
    always @(*) begin
        green_light = 1'b0;
        yellow_light = 1'b0;
        red_light = 1'b0;
        case (current_state)
            GREEN: begin
                green_light = 1'b1;
            end
            YELLOW: begin
                yellow_light = 1'b1;
            end
            RED: begin
                red_light = 1'b1;
            end
            default: begin
            end
        endcase
    end
    initial begin
        $monitor("Time=%t | Timer=%d | Value=%d | Display=%h", $time, timer, display_inst.value, display_led);
    end
endmodule
module seg7_display(
    input clk,
    input rst_n,
    input [7:0] value,  
    output [15:0] display  
);
    wire [3:0] ones, tens;
    assign ones = value % 10;
    assign tens = (value / 10) % 10;
    function [7:0] to_seg7;
        input [3:0] num;
        begin
            case (num)
                4'h0: to_seg7 = 8'b11000000;  
                4'h1: to_seg7 = 8'b11111001;  
                4'h2: to_seg7 = 8'b10100100;  
                4'h3: to_seg7 = 8'b10110000;  
                4'h4: to_seg7 = 8'b10011001;  
                4'h5: to_seg7 = 8'b10010010;  
                4'h6: to_seg7 = 8'b10000010;  
                4'h7: to_seg7 = 8'b11111000;  
                4'h8: to_seg7 = 8'b10000000;  
                4'h9: to_seg7 = 8'b10010000;  
                default: to_seg7 = 8'b11111111;  
            endcase
        end
    endfunction
    assign display = (!rst_n) ? 16'hFFFF : {to_seg7(tens), to_seg7(ones)};
endmodule
module traffic_light_fsm(
    input clk,
    input rst_n,
    input timer_zero,   
    output reg [1:0] current_state,   
    output reg timer_load   
);
    localparam GREEN = 2'b00;
    localparam YELLOW = 2'b01;
    localparam RED = 2'b10;
    reg [1:0] next_state;
    reg pending_state_change;  
    always @(*) begin
        case (current_state)
            GREEN:  next_state = YELLOW;
            YELLOW: next_state = RED;
            RED:    next_state = GREEN;
            default: next_state = GREEN;
        endcase
    end     
    always @(posedge clk or negedge rst_n) begin
        if (!rst_n) begin
            current_state <= GREEN;
            timer_load <= 1'b1;
            pending_state_change <= 1'b0;
        end else begin
            if (timer_zero && !pending_state_change) begin
                current_state <= next_state;
                timer_load <= 1'b1; 
                pending_state_change <= 1'b1;
            end else if (pending_state_change) begin 
                timer_load <= 1'b0;
                pending_state_change <= 1'b0;
            end else begin
                timer_load <= 1'b0;
            end
        end
    end
endmodule

===== design/flow/run.sh =====
#!/bin/bash
# OpenROAD 26Q1-2900-gdf79404cd8, Yosys 0.63+post, stock flow scripts
make -C /OpenROAD-flow-scripts/flow DESIGN_CONFIG=/design/flow/config.mk WORK_HOME=/design/flow/orfs finish

===== design/flow/config.mk =====
export PLATFORM = sky130hd
export DESIGN_NAME = traffic_light
export DESIGN_NICKNAME = traffic_light
export VERILOG_FILES = /design/flow/design.v
export SDC_FILE = /design/flow/constraint.sdc
export NUM_CORES = 4
export LEC_CHECK = 1
export CORE_UTILIZATION = 50

===== design/flow/constraint.sdc =====
current_design traffic_light

set clk_period 5.4
set clk_io_pct 0.2

create_clock -name clk0 -period $clk_period [get_ports {clk}]

set non_clock_inputs [all_inputs -no_clocks]
set_input_delay [expr $clk_period * $clk_io_pct] -clock clk0 $non_clock_inputs
set_output_delay [expr $clk_period * $clk_io_pct] -clock clk0 [all_outputs]

==> run summary <==
Pleak: 0.00210 uW
min-delay worst type: reg -> reg
syn avg cell area: 8.29 um2
hold_ws: 472 ps
flip-flops with a built-in enable: 0
worst r2r src: timer_inst.timer[18]
final WL: 8.45 mm
min cycle time layout: 5320 ps
Port Buffers: 51
initial antenna violation count: 0
die width: 84.2 um
pwr dens: 106 nW/um2
FP Rows: 29
sequential power share: 55.2%
internal power: 389 uW
fin crit share: 98.5%
Routed Antenna Nets: 0
fill count: 453
Reg2Reg Depth: 11
wire length of the first global-routing pass: 14.5 mm
maximum clock path buffer count: 2
I/O pin count: 54
post-place setup slack: -49.1 ps
Reg clk slew, reported paths: 80 ps
Combinational Power Share: 3.7%
Sw Pwr: 113 uW
post-synthesis async set-or-reset flop share: 100%
cell type with the largest total area: dfrtp_1
clk ins delay skew pair: 290 ps
H-tree depth: 2
stage-log warning count: 41
CP startpoint: timer_inst.timer[5]
RSZ-0062 raised after global routing: true
Worst Setup EP: display_led[6]
Unique cell types: 74
Commonest Layout Cell: buf_4
grt ovf: 0
CTS tree: yes
Synth-to-Final Area Change: 39.7%
total track usage: 25.2%
endpoints failing setup: 0
Max Clock Skew: 5.90 ps
Post-synth seq share: 27.6%
synthesized flop and latch total: 37
Crit Path Class: reg -> out
Critical Path AT: 4240 ps
Initial DRC Count: 102
FP Core Util: 52.6%
Die Ht: 84.2 um
post-route setup slack: 82.1 ps
Vias/cell: 5.65
gpl congestion: 0.858
DRT Pass-1 Iters: 21
Worst R2R End: timer_inst.timer[29]
Clock power frac: 41.0%
Max Cap Viol: 0
Cell area leaders: dfrtp_1 (23%), ha_1 (7.0%), nand2_1 (5.2%)
ys flop type: dfrtp_1
Crit. End Element: output port
largest net degree at the start of global routing: 39
top area contributor share: 22.9%
share of cells above drive strength 1: 29.9%
CTS Hold Bufs: 0
status: finished, final reports clean
CP startpoint kind: register
cells in synth_stat.txt: 408
Worst-Margin Slew: 681 ps
Worst R2R Setup Slack: 1890 ps
Yosys chip area: 3380 um2
DRC: 0
# clock sinks: 37
Post-Synthesis Cells: 408
critical path fanouts, max: 5
vias in the first global route: 3150
Fin. Hold Viols: 0
routed vias: 3274
most common logic cells in the final layout: buf_4 (48), nand2_1 (43), nor2_1 (42)
Slew headroom: 54.6%
drt wl/cell: 14.6 um
cts bufs inserted: 5
CP required: 4320 ps
maximum VDD drop: 153 uV
Final Slew Violations: 0
core area: 6420 um2
setup TNS: 0 ps
CTS Root Cell: clkbuf_8
Synthesis Warnings: 5
Sw Share: 22.5%
# diodes: 0
Peak Freq: 188 MHz
post-DP HPWL: 5.83 mm
Synth Cell Area: 3380 um2
total die area: 7090 um2
-- sequential cells by signal (all words and copies together), names as in the netlist, named ones only --
| register | count |
|---|---|
| fsm_inst.pending_state_change | 1 |
| fsm_inst.timer_load | 1 |
| timer_inst.timer | 32 |
-- cells by family after synthesis --
kind of cell	Yosys count	synth area share [%]
mux	9	2.78
fa+ha+maj	22	7.96
compound gates	97	22.5
simple gates	173	25.9
buf+inv	42	5.96
xor+xnor	27	7.22
flops	37	27.6
other cells	1	0.111
-- power groups by stage --
stage / registers [uW] / clock network, uW / logic, uW
6_report: 277 / 206 / 18.7
5_1_grt: 277 / 222 / 21.5
4_1_cts: 277 / 210 / 18.3
-- how the worst min path moves through the flow --
stage	end	depth (start not counted)
after CTS	register	2
final	register	2
after global routing	register	2
-- metal layers --
layer | part of all wire [%] | global-route usage [%]
met1 | 48 | 37.4
met2 | 48 | 42.7
met3 | 3.2 | 2.29
met4 | 0.83 | 3.45
met5 | 0 | 0
-- Yosys cell counts (all sizes together) (10+ instances only) --
cell type / count
xnor2: 17
inv: 20
nor2: 43
buf: 14
o21ai: 25
dfrtp: 31
xor2: 10
nand2: 47
nor3: 16
ha: 19
a21oi: 23
-- cell type report --
class | count | area, um2 | area share [%]
multi-input cells | 330 | 2600 | 55.1
clock inverters | 2 | 13.8 | 0.291
flip-flops and latches | 37 | 933 | 19.8
repair buffers | 106 | 913 | 19.3
clock buffers | 6 | 82.6 | 1.75
inverters | 21 | 81.3 | 1.72
well taps | 77 | 96.3 | 2.04
-- critical path, stage by stage, from the launching register on --
cell and delay, ps:
dfrtp_1 380, or2_4 260, ha_4 270, and2b_4 200
o211a_1 220, a211o_1 250, buf_4 160, nand3_1 80
nand2_1 90, nor4_4 400, buf_4 190, nand2_1 110
a211oi_4 250, xnor2_2 100, ha_2 200, a221o_1 320
a21oi_1 150, o21ai_1 70, dlygate4sd2_1 240
-- repair_timing --
action / 4_1_cts / 5_1_grt
setup buffers: 12 / 9
resized: 58 / 51
endpoints found under the setup margin: 14 / 14
pin swaps: 32 / 28
-- per-stage QoR --
step	area [um2]	total power [uW]	cells	utilization (%)
after floorplan	3390	287	409	-
after global placement	4160	303	554	64.7
after detailed placement	4160	303	554	64.7
after CTS	4500	506	572	70.1
after global routing	4720	520	579	73.5
final	4720	502	579	73.5
No activity file was given, so power comes from the tool's default toggle rates.
